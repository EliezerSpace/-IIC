==> flow/run.sh <==
#!/bin/bash
# OpenROAD 26Q1-2900-gdf79404cd8, Yosys 0.63+post, stock flow scripts
make -C /OpenROAD-flow-scripts/flow DESIGN_CONFIG=/design/flow/config.mk WORK_HOME=/design/flow/orfs finish
==> flow/config.mk <==
export PLATFORM = sky130hd
export DESIGN_NAME = iic_top
export DESIGN_NICKNAME = iic_top
export VERILOG_FILES = /design/flow/design.v
export SDC_FILE = /design/flow/constraint.sdc
export NUM_CORES = 4
export LEC_CHECK = 1
export CORE_AREA = 10 10 101 101
export DIE_AREA = 0 0 111 111
==> flow/constraint.sdc <==
current_design iic_top

set clk_period 4.2
set clk_io_pct 0.2

create_clock -name clk0 -period $clk_period [get_ports {sys_clk}]

set non_clock_inputs [all_inputs -no_clocks]
set_input_delay [expr $clk_period * $clk_io_pct] -clock clk0 $non_clock_inputs
set_output_delay [expr $clk_period * $clk_io_pct] -clock clk0 [all_outputs]
==> flow/design.v <==
module iic
#
(
	parameter	SYS_CLK 	= 50_000_000,	 
	parameter	IIC_SCL 	= 250_000	,	 
	parameter	DEVICE_ADD	= 7'b1010011
)
(
	input			sys_clk			,	 
	input			sys_rst_n		,	 
	input			iic_add_bit		,	 
	input			iic_wr_en		,	 
	input			iic_rd_en		,	 
	input	[15:0]	iic_word_add	,	 
	input	[7:0]	iic_wr_data		,	 
	output	reg		scl				,	 
	inout			sda				,	 
	output	[7:0]	iic_rd_data			 
);
parameter	DRI_CLK_MAX = ( SYS_CLK / IIC_SCL ) >> 2; 
parameter	DEVICE_ADD_W = {DEVICE_ADD,1'b0};
parameter	DEVICE_ADD_R = {DEVICE_ADD,1'b1};
parameter	IDLE         =	4'd0,		 
			W_START      =  4'd1,		 
			W_DEV_ADD    =  4'd2,		 
			W_WORD_ADD_H =  4'd3,		 
			W_WORD_ADD_L =  4'd4,		 
			W_DATA       =  4'd5,		 
			R_START      =  4'd6,		 
			R_DEV_ADD    =  4'd7,		 
			R_DATA       =  4'd8,		 
			STOP         =  4'd9;		 
reg	[3:0] 	state_cur;
reg [3:0] 	state_next;
wire		sda_in;
reg			sda_out;
reg			out_en;
reg	[7:0]	rd_data_tmp;
reg [7:0] 	cnt_dri; 
reg [1:0]	cnt_dri_cycle;
reg [3:0]	cnt_bit;
wire	wr_rd_en;		 
wire	w_dev_add_end;	 
wire	w_add_h_end;	 
wire	w_add_l_end;	 
wire	w_data_end;		 
wire	r_dev_add_end;	 
wire	r_data_end;
wire	w_start_end;
wire	r_start_end;
reg		wr_flag;		 
reg		rd_flag;		 
wire	ack;			 
wire	cnt_bit_rst;
assign iic_rd_data = rd_data_tmp;
assign w_start_end = (state_cur == W_START && cnt_dri_cycle == 3 && cnt_dri == DRI_CLK_MAX - 1'b1);
assign r_start_end = (state_cur == R_START && cnt_dri_cycle == 3 && cnt_dri == DRI_CLK_MAX - 1'b1);
assign wr_rd_en = (state_cur == IDLE && (iic_wr_en || iic_rd_en));
assign w_dev_add_end = (state_cur == W_DEV_ADD && cnt_bit == 8 && cnt_dri_cycle == 2 && ~ack);
assign w_add_h_end = (state_cur == W_WORD_ADD_H && cnt_bit == 8 && cnt_dri_cycle == 2 && ~ack);
assign w_add_l_end = (state_cur == W_WORD_ADD_L && cnt_bit == 8 && cnt_dri_cycle == 2 && ~ack);
assign w_data_end = (state_cur == W_DATA && cnt_bit == 8 && cnt_dri_cycle == 2 && ~ack);
assign r_dev_add_end = (state_cur == R_DEV_ADD && cnt_bit == 8 && cnt_dri_cycle == 2 && ~ack);
assign r_data_end = (state_cur == R_DATA && cnt_bit == 8);
assign cnt_bit_rst = (w_dev_add_end || w_add_h_end || w_add_l_end || w_data_end || r_dev_add_end);
assign ack = (cnt_bit == 8) ? sda_in : 1'b1;
always@(posedge sys_clk or negedge sys_rst_n)begin
	if(~sys_rst_n)begin
		wr_flag = 1'b0;
		rd_flag = 1'b0;
	end
	else begin
		if(state_cur == IDLE)begin
			wr_flag = iic_wr_en;
			rd_flag = iic_rd_en;
		end
		else if(state_cur == STOP)begin
			wr_flag = 1'b0;
			rd_flag = 1'b0;
		end
		else begin
			wr_flag = wr_flag;
			rd_flag = rd_flag;
		end
	end
end
assign sda_in = sda;
assign sda = out_en ? sda_out : 1'bz;
always@(posedge sys_clk or negedge sys_rst_n)begin
	if(~sys_rst_n)begin
		cnt_dri <= 8'd0;
	end
	else begin
		if(cnt_dri == DRI_CLK_MAX - 1'b1)begin
			cnt_dri <= 8'd0;
		end
		else begin
			cnt_dri <= cnt_dri + 1'b1;
		end
	end
end
always@(posedge sys_clk or negedge sys_rst_n)begin
	if(~sys_rst_n)begin
		cnt_dri_cycle <= 2'b0;
	end
	else begin
		if(state_cur == IDLE)
			cnt_dri_cycle <= 2'b0;
		else begin
			if(cnt_dri == DRI_CLK_MAX - 1'b1)
				cnt_dri_cycle <= cnt_dri_cycle + 1'b1;
			else if(cnt_bit_rst)
				cnt_dri_cycle <= 2'b0;
			else
				cnt_dri_cycle <= cnt_dri_cycle;
		end
	end
end
always@(posedge sys_clk or negedge sys_rst_n)begin
	if(~sys_rst_n)begin
		cnt_bit <= 4'd0;
	end	
	else begin
		case(state_cur)
			IDLE			,
			W_START			,
			R_START			,
			STOP:
			begin
				cnt_bit <= 4'd0;    
			end
			W_DEV_ADD    	,
			W_WORD_ADD_H 	,
			W_WORD_ADD_L 	,
			W_DATA       	,
			R_DEV_ADD    	,
			R_DATA       	:
			begin
				if(cnt_dri_cycle == 2'd3 && cnt_dri == DRI_CLK_MAX - 1'b1)
					cnt_bit <= cnt_bit + 1'b1;
				else if(cnt_bit_rst)
					cnt_bit <= 4'd0;
			end
		endcase
	end
end
always@(posedge sys_clk or negedge sys_rst_n)begin
	if(~sys_rst_n)
		state_cur <= IDLE;
	else
		state_cur <= state_next;
end
always@(*)begin
	case(state_cur)
		IDLE         :	state_next = wr_rd_en ? W_START : IDLE;
		W_START      :	state_next = w_start_end ? W_DEV_ADD : W_START;
		W_DEV_ADD    :	begin
			if(w_dev_add_end)begin
				if(iic_add_bit)
					state_next = W_WORD_ADD_H;
				else
					state_next = W_WORD_ADD_L;
			end
			else begin
				state_next = W_DEV_ADD;
			end
		end
		W_WORD_ADD_H :	state_next = w_add_h_end ? W_WORD_ADD_L : W_WORD_ADD_H;
		W_WORD_ADD_L :	begin
			if(w_add_l_end)begin
				if(wr_flag)begin
					state_next = W_DATA;
				end
				else if(rd_flag)begin
					state_next = R_START;
				end
				else begin
					state_next = state_next;
				end
			end
			else begin
				state_next = W_WORD_ADD_L;
			end
		end
		W_DATA       :	state_next = w_data_end ? STOP : W_DATA;
		R_START      :	state_next = r_start_end ? R_DEV_ADD : R_START;
		R_DEV_ADD    :	state_next = r_dev_add_end ? R_DATA : R_DEV_ADD;
		R_DATA       :	state_next = r_data_end ? STOP : R_DATA;
		STOP         :	state_next = IDLE;
		default      :	state_next = IDLE;
	endcase
end
always@(*)begin
	case(state_cur)
		IDLE 		:begin
			sda_out = 1;
		end		
		W_START     :begin
			case(cnt_dri_cycle)
				2'd0	:	sda_out = 1;
				2'd1	:	sda_out = 1;
				2'd2	:	sda_out = 0;
				2'd3	:	sda_out = 0;
				default	:;
			endcase
		end		
		W_DEV_ADD   :begin
			sda_out = DEVICE_ADD_W[7-cnt_bit];
		end		 
		W_WORD_ADD_H:begin
			sda_out = iic_word_add[15-cnt_bit];
		end		 
		W_WORD_ADD_L:begin
			sda_out = iic_word_add[7-cnt_bit];
		end		 
		W_DATA      :begin
			sda_out = iic_wr_data[7-cnt_bit];
		end		 
		R_START     :begin
			case(cnt_dri_cycle)
				2'd0	:	sda_out = 1;
				2'd1	:	sda_out = 1;
				2'd2	:	sda_out = 0;
				2'd3	:	sda_out = 0;
				default	:;
			endcase
		end		 
		R_DEV_ADD   :begin
			sda_out = DEVICE_ADD_R[7-cnt_bit];
		end		 
		R_DATA      :begin
			if(cnt_dri_cycle == 2'd1)
				rd_data_tmp[7-cnt_bit] = sda_in;
			else
				rd_data_tmp = rd_data_tmp;
		end		 
		STOP        :begin
			case(cnt_dri_cycle)
				2'd0	:	sda_out = 0;
				2'd1	:	sda_out = 0;
				2'd2	:	sda_out = 1;
				2'd3	:	sda_out = 1;
				default	:;
			endcase
		end		
		default		:;
	endcase
end
always@(*)begin
	case(state_cur)
		IDLE 		:begin
			case(cnt_dri_cycle)
				2'd0	:	scl = 0;
				2'd1	:	scl = 0;
				2'd2	:	scl = 0;
				2'd3	:	scl = 0;
				default	:;
			endcase
		end		
		W_START     :begin
			case(cnt_dri_cycle)
				2'd0	:	scl = 1;
				2'd1	:	scl = 1;
				2'd2	:	scl = 1;
				2'd3	:	scl = 0;
				default	:;
			endcase
		end		
		W_DEV_ADD   :begin
			case(cnt_dri_cycle)
				2'd0	:	scl = 0;
				2'd1	:	scl = 1;
				2'd2	:	scl = 1;
				2'd3	:	scl = 0;
				default	:;
			endcase
		end		 
		W_WORD_ADD_H:begin
			case(cnt_dri_cycle)
				2'd0	:	scl = 0;
				2'd1	:	scl = 1;
				2'd2	:	scl = 1;
				2'd3	:	scl = 0;
				default	:;
			endcase
		end		 
		W_WORD_ADD_L:begin
			case(cnt_dri_cycle)
				2'd0	:	scl = 0;
				2'd1	:	scl = 1;
				2'd2	:	scl = 1;
				2'd3	:	scl = 0;
				default	:;
			endcase
		end		 
		W_DATA      :begin
			case(cnt_dri_cycle)
				2'd0	:	scl = 0;
				2'd1	:	scl = 1;
				2'd2	:	scl = 1;
				2'd3	:	scl = 0;
				default	:;
			endcase
		end		 
		R_START     :begin
			case(cnt_dri_cycle)
				2'd0	:	scl = 0;
				2'd1	:	scl = 1;
				2'd2	:	scl = 1;
				2'd3	:	scl = 0;
				default	:;
			endcase
		end		 
		R_DEV_ADD   :begin
			case(cnt_dri_cycle)
				2'd0	:	scl = 0;
				2'd1	:	scl = 1;
				2'd2	:	scl = 1;
				2'd3	:	scl = 0;
				default	:;
			endcase
		end		 
		R_DATA      :begin
			case(cnt_dri_cycle)
				2'd0	:	scl = 0;
				2'd1	:	scl = 1;
				2'd2	:	scl = 1;
				2'd3	:	scl = 0;
				default	:;
			endcase
		end		 
		STOP        :begin
			case(cnt_dri_cycle)
				2'd0	:	scl = 0;
				2'd1	:	scl = 1;
				2'd2	:	scl = 1;
				2'd3	:	scl = 1;
				default	:;
			endcase
		end		
		default		:begin
		end		
	endcase
end	
always@(*)begin
	out_en = 1'b0;
	case(state_cur)
		IDLE			,         
		W_START 		,     
	    W_DEV_ADD 		,   
	    W_WORD_ADD_H 	,
	    W_WORD_ADD_L 	,
	    W_DATA       	,
	    R_START     	,
	    R_DEV_ADD    	:begin
			if(cnt_bit == 8)
				out_en = 1'b0;
			else
				out_en = 1'b1;
		end
	    R_DATA:out_en = 1'b0;		
	    STOP:out_en = 1'b1;	
	endcase
end
endmodule
module iic_top(
	input			sys_clk		,
    input			sys_rst_n	,
	output			scl	        ,
	inout			sda	,
	output	[7:0]	iic_rd_data
);
reg   			iic_add_bit		= 1'b1;
reg   			iic_wr_en		= 1'b0;
reg   			iic_rd_en		= 1'b1;
reg   [15:0]	iic_word_add	= 16'd0;
reg   [7:0]		iic_wr_data		= 8'hf0;
iic
#
(
	.SYS_CLK 	(50_000_000	),	 
	.IIC_SCL 	(250_000	),	 
	.DEVICE_ADD	(7'b1010011 )
)
iic_inst
(
	.sys_clk			(sys_clk),	 
	.sys_rst_n			(sys_rst_n),	 
	.iic_add_bit		(iic_add_bit	),	 
	.iic_wr_en			(iic_wr_en		),	 
	.iic_rd_en			(iic_rd_en		),	 
	.iic_word_add		(iic_word_add	),	 
	.iic_wr_data		(iic_wr_data	),	 
	.scl				(scl),	 
	.sda				(sda),	 
	.iic_rd_data		(iic_rd_data)	 
);
endmodule
==> impl_metrics.py <==
# Auto-generated metrics
metrics = {
    "status": {
        "status": "did not finish",
        "lastStage": "clock tree synthesis",
        "error": "[error] [KeplerFormal.cpp:679] Workflow failed: Iso has multiple drivers: .sda0, sda$_DLATCH_N_.Q0",
    },
    "synthesis": {
        "yosysUniqueCellTypes": 43,
        "avgSynthCellArea_um2": 9.30,
        "syn-cell-area_mm2": 0.00157,
        "synth_warnings": 3,
        "synth_stat.cells": 169,
        "ys_area_mm2": 0.00157,
        "ys.flops": 33,
        "synth_cells": 169,
    },
    "die": {
        "dieWidth_um": 111,
        "die_h_um": 111,
        "fp-utilization_pct": 19.3,
        "io_pins": 12,
        "placementRows": 33,
    },
    "clock_network": {
        "cts-root-buf": "clkbuf_8",
        "cts_max_level": 1,
        "cts_hold_buf": 0,
        "post-cts-setup-buffers": 0,
        "cts_resized": 0,
        "numCtsBuffers": 3,
        "clock_path_buffers": 2,
    },
    "placed_design": {
        "io_buffers": 10,
        "dpl_cell_area_mm2": 0.00178,
        "gp_congestion": 0.854,
        "place_inst": 278,
        "post-dp-hpwl_um": 2320,
    },
    "timing": {
        "untimed_endpoints": 28,
        "unclocked_pins": 14,
    },
}
[cell families after synthesis]
logic type | count (synthesis) | share of synthesized area, %
and+or+nand+nor | 69 | 26.2
buffers and inverters | 17 | 4.22
muxes | 2 | 1.35
adders and majority gates | 10 | 7.96
xor gates and xnor gates | 7 | 3.90
AOI/OAI and AO/OA | 31 | 12.7
latches | 14 | 13.4
DFF | 19 | 30.3
[through the flow]
stage / total power [mW] / setup slack [ns] / util (%)
after floorplan: 0.191 / 2.18 / -
after detailed placement: 0.205 / 2.09 / 21.9
after global placement: 0.204 / 2.10 / 21.9
[Yosys cell counts]
library cell  count  area share [%]
dfrtp_1          19              30
nand3_1          18             5.7
dlxtn_1          14              13
nor2_1           14             3.3
nand2_1          13             3.1
o21ai_0          12             3.8
ha_1             10             8.0
inv_1            10             2.4
a21oi_1           7             2.2
xnor2_1           5             2.8
clkbuf_1          4            0.96
and3_1            3             1.2
nand3b_1          3             1.4
nor3_1            3            0.96
buf_2             2            0.64
nand2b_1          2            0.80
nor4_4            2             2.7
o32ai_1           2             1.1
xor2_1            2             1.1
a211o_1           1            0.56
a221oi_2          1            0.96
a311oi_1          1            0.56
a31oi_1           1            0.40
a41oi_1           1            0.56
and3b_1           1            0.56
buf_1             1            0.24
mux2_2            1            0.72
mux2i_1           1            0.64
nand2_2           1            0.40
nand4_1           1            0.40
nand4b_2          1            0.96
nor4b_1           1            0.56
nor4b_2           1            0.96
o21ai_1           1            0.32
o221a_2           1            0.72
o22a_1            1            0.56
o22ai_1           1            0.40
o31a_1            1            0.56
or3_1             1            0.40
or3_4             1            0.72
or4_1             1            0.48
or4b_1            1            0.64
or4b_4            1            0.88
Power figures rest on the tool's default switching activity, not on a simulated workload.
